$ cat flow/constraint.sdc
current_design FIFO

set clk_period 3.4
set clk_io_pct 0.2

create_clock -name clk0 -period $clk_period [get_ports {Clk}]

set non_clock_inputs [all_inputs -no_clocks]
set_input_delay [expr $clk_period * $clk_io_pct] -clock clk0 $non_clock_inputs
set_output_delay [expr $clk_period * $clk_io_pct] -clock clk0 [all_outputs]
$ cat flow/config.mk
export PLATFORM = sky130hd
export DESIGN_NAME = FIFO
export DESIGN_NICKNAME = FIFO
export VERILOG_FILES = /design/flow/design.v
export SDC_FILE = /design/flow/constraint.sdc
export NUM_CORES = 4
export LEC_CHECK = 1
export CORE_UTILIZATION = 40
$ cat flow/design.v
module FIFO (
  input Clk, Rst, Write, Read, WrInc, RdInc, WrPtrClr, RdPtrClr,
  input [8:0] DataIn,
  output reg [8:0] DataOut
);
  reg [8:0] fifo [7:0];
  reg [2:0] WrPtr = 3'b000, RdPtr = 3'b000;      
  always @(posedge Clk or posedge Rst) begin
    if (Rst) begin
      WrPtr <= 3'd0;
      RdPtr <= 3'd0;
    end
    else begin
      if (RdPtrClr) RdPtr <= 3'd0;
      if (WrPtrClr) WrPtr <= 3'd0;
      if (Write) fifo[WrPtr] <= DataIn;
      if (Read) DataOut <= fifo[RdPtr];
      else DataOut <= 9'bz;
      if (WrInc) WrPtr <= WrPtr + 1;
      if (RdInc) RdPtr <= RdPtr + 1;
    end
  end
endmodule
$ cat flow/run.sh
#!/bin/bash
# OpenROAD 26Q1-2900-gdf79404cd8, Yosys 0.63+post, stock flow scripts
make -C /OpenROAD-flow-scripts/flow DESIGN_CONFIG=/design/flow/config.mk WORK_HOME=/design/flow/orfs finish
==> flow_summary.toml <==
# generated from flow reports
[run_status]
status = "finished clean"

[yosys]
synthesized_instance_count = 205
post_synth_instance_area_um2 = 3460
ff_type = "edfxtp_1"
yosys.area_share.aoi = 0.08246
synth_adder_area_share = 0.04340
synth.yosys.num_cells = 205
synth_area_leader_cell = "edfxtp_1"
edf_count = 81
post_synth_xor_area_fraction = 0
avgSynthCellArea_um2 = 16.88
ys_types = 23
synth.cells.most_frequent = "81 x edfxtp_1, 20 x nand2_1, 12 x ha_1"
post_synth_main_area_contributors = "edfxtp_1 70%, dfrtp_1 4.3%, ha_1 4.3%, mux2_2 3.6%, a222oi_1 2.6%"
synthSimpleGateAreaFrac = 0.06546
top_cell = "edfxtp_1"
proportion_of_synthesized_flip_flops_having_asynchronous_set_or_reset = 0.06897
synthTopLogicFamily = "AND-OR/OR-AND gates"
seq_area_frac_synth = 0.7465
yosys_register_bits = 87
ys_chip_area_um2 = 3460
top_cell_area_share = 0.7031
ys_warn_count = 3
mux_area_frac = 0.03580

[placement]
hpwl_um = 3897
dp.cells = 327
finalWeightedCongestion = 0.7877
placement.io_buffers = 24

[global_routing]
grt_antenna_before_repair = 0
global_route.usage.total = 0.1660
global_route.overflow_total = 0
number_of_global_route_vias_before_repair = 1892
grt_start_max_net_pins = 21
grt_first_pass_wirelength_um = 9784

[worst_setup_path]
timing.critical_path.required_ns = 3.59
cp_data_arrival_time_ns = 2.95
setup.worst_path.start_class = "flop"
worstSetupEndpointType = "flop"
critical_path_peak_fanout = 10
criticalPathCategory = "reg2reg"

[power]
power_density_nw_per_um2 = 575.4
power.static_leakage_nw = 1.340
vdd.ir_drop.worst_v = 0.0002873

[drt]
viasPerCell = 5.411
detail_route.antenna_diodes = 0
total_length_of_routed_wires_um = 6471
avgRoutedWirePerCell_um = 18.87
detail_route.drc_violations = 0
final_antenna_net_count = 0
num_vias = 1856
first_pass_iters = 4
first_iter_violations = 109

[floorplanning]
floorplan.rows = 33
core_util_floorplan = 0.4169
die_w_um = 95
die_ht_um = 95
boundaryPins = 26
core_area_um2 = 8299
design.die.area_um2 = 9025

[flow_run]
maxCapViolations = 0
stage_log_warnings = 34

[layout]
fill_cells = 728
post_route_cells_drive_above_1_share = 0.1303
layout.cells.non_filler = 343
area.growth.synth_to_final_pct = 14.76

[timing]
maxSlewViolCount = 0
timing_worst_slew_pin_value_ns = 0.7318
fin_setup_tns_ns = 0
final_hold_viol_count = 0
layout_min_cycle_time_ns = 2.759
setup_viol = 0
relSlewSlack = 0.5121
finalClockSkew_ns = 0.01348
fmax_mhz = 362.5
rsz0062_at_grt = "no"
final_min_period_over_clock_period = 0.8115

[clock_tree]
cts_root_buf = "clkbuf_8"
postCtsHoldBufs = 0
cts-resized-gates = 0
clock_tree.htree_level_count = 3
clk-insertion-delay-late_ns = 0.35
post_cts.repair.setup_buffers = 0
tritoncts = "yes"
clock-sinks = 87
clock_path_buffers = 2
cts_inserted_buffers = 9
clock_slew_seen_by_the_registers_of_the_worst_setup_and_hold_paths_ns = 0.09

[hold_path]
hold_path.class = "reg2reg"
[layout by cell type (no fill, tap or decap)]
master / n
nor2_1: 2
and3_1: 6
a41oi_1: 8
or2_0: 1
clkbuf_8: 9
o31ai_1: 4
nand2_1: 20
dfrtp_1: 6
and2_1: 3
a41oi_2: 1
buf_4: 4
inv_1: 7
nand2b_1: 2
edfxtp_1: 81
clkinv_4: 4
nor2b_1: 2
a22o_1: 9
nor3_1: 9
ha_1: 12
clkinv_1: 2
clkdlybuf4s50_1: 24
or4_4: 1
a222oi_1: 9
clkinvlp_4: 1
mux2_2: 11
[through the flow]
step           worst slack, ns  utilization  area, µm²  hold slack (ns)  power [W]
6_report                0.6410       0.4784       3970           0.5913   0.002284
4_1_cts                 0.6213       0.4784       3970           0.5920   0.002315
5_1_grt                 0.4972       0.4784       3970           0.6128   0.002397
2_1_floorplan           0.7069            -       3460           0.5546   0.001537
3_3_place_gp            0.6761       0.4574       3796           0.5725   0.001693
3_5_place_dp            0.6325       0.4574       3796           0.5795   0.001700
[sequential cells by signal (all words and copies together), names as in the netlist]
signal   count
WrPtr        3
RdPtr        3
fifo        72
DataOut      9
[worst max-delay path, cell delays in order, from the launching register on]
cell and delay [ns]:
dfrtp_1 0.43, ha_1 0.24, ha_1 0.38, or4_4 0.70
or2_0 0.52, a41oi_2 0.34
[area by class of cell]
type | instances | area (µm²) | area share
clock buffer | 9 | 123.9 | 0.03120
clock inverter | 7 | 50.05 | 0.01261
inverter | 7 | 26.28 | 0.006618
multi-input combinational | 100 | 785.8 | 0.1979
sequential | 87 | 2582 | 0.6505
tap | 105 | 131.4 | 0.03309
timing repair buffer | 28 | 270.3 | 0.06807
[logic make-up (layout without fill, tap and decap cells)]
kind of cell / count (synthesis) / after routing
AOI/OAI and AO/OA: 31 / 31
adders and majority gates: 12 / 12
buffers and inverters: 18 / 51
DFF: 87 / 87
muxes: 11 / 11
and+or+nand+nor: 46 / 46
[where the power goes]
group	switching (W)	internal [W]	total, W
clock network	0.000351	0.000265	0.000615
logic	0.000210	0.000183	0.000393
registers	0.0000227	0.00125	0.00128
total	0.000584	0.00170	0.00228
[final timing paths]
path	slack (ns)	cells after the start	startpoint	end
setup / recovery	0.64	5	RdPtr[0]	DataOut[4]
hold / removal	0.59	2	RdPtr[2]	RdPtr[2]
setup reg to reg	0.64	5	RdPtr[0]	DataOut[4]
hold reg to reg	0.59	2	RdPtr[2]	RdPtr[2]
max in group asynchronous	2.19	2	Rst	RdPtr[0]
min in group asynchronous	0.77	2	Rst	WrPtr[2]
[per-layer routing]
layer	global-route usage	vias to the layer above	routed length, µm
met5	0	-	0
met4	0.03157	0	140
met3	0.1266	11	887
met2	0.2338	102	2886
met1	0.2159	875	2557
li1	-	868	-
Power figures rest on the tool's default switching activity, not on a simulated workload.
