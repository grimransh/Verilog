==> ./design.v <==
module ram128x32(Clk, Write_enable, Add, Data, Q);
  parameter add_width = 8;
  parameter data_width = 32;
  input Clk;
  input Write_enable;
  input [add_width - 1 : 0] Add;
  input [data_width - 1 : 0] Data;
  output reg [data_width - 1 : 0] Q;
  reg [data_width - 1 : 0] ram [2 ** add_width - 1 : 0]; 
  always @(posedge Clk) begin
    if(Write_enable) ram[Add] <= Data;
  end
  always @(*) begin
    Q = ram[Add];
  end
endmodule
==> ./run.sh <==
#!/bin/bash
# OpenROAD 26Q1-2900-gdf79404cd8, Yosys 0.63+post, stock flow scripts
make -C /OpenROAD-flow-scripts/flow DESIGN_CONFIG=/design/flow/config.mk WORK_HOME=/design/flow/orfs finish
==> ./config.mk <==
export PLATFORM = sky130hd
export DESIGN_NAME = ram128x32
export DESIGN_NICKNAME = ram128x32
export VERILOG_FILES = /design/flow/design.v
export SDC_FILE = /design/flow/constraint.sdc
export NUM_CORES = 4
export LEC_CHECK = 1
export CORE_UTILIZATION = 40
export SYNTH_MEMORY_MAX_BITS = 65536
==> ./constraint.sdc <==
current_design ram128x32

set clk_period 42.1
set clk_io_pct 0.2

create_clock -name clk0 -period $clk_period [get_ports {Clk}]

set non_clock_inputs [all_inputs -no_clocks]
set_input_delay [expr $clk_period * $clk_io_pct] -clock clk0 $non_clock_inputs
set_output_delay [expr $clk_period * $clk_io_pct] -clock clk0 [all_outputs]
==> deck_impl_summary.md <==
Run Summary

Die
  • # IOs: 74
  • Vertical die size: 880 um
  • Total die area: 0.774 sq mm
  • Placement row count: 322
  • Die W: 880 um
  • Initial cell density of the core: 40.1%
  • Core Footprint: 0.768 sq mm

GRT
  • Maximum number of pins on one net before global-route repair: 119
  • Global-route wire length before repair: 1220000 um
  • Remaining Overflow, GRT: 0
  • Via count of the first global-routing pass: 161000
  • Antenna violations before repair: 53
  • Overall Global Routing Usage: 25.0%

Power
  • Peak ir drop on the vdd network: 0.0502 mV
  • Overall power: 16.7 mW
  • Pwr dens: 47.2 mW/mm^2
  • Lkg Pwr: 107 nW

Yosys
  • Number of cell instances after yosys synthesis: 13100
  • Synth Area in Simple Gates: 0.490%
  • Mux cell area share after synthesis: 15.0%
  • Synthesis Warnings: 1
  • Synth Area in Adders: 0%
  • Portion of the post-synthesis area used by sequential elements: 79.8%
  • Summed standard-cell area reported by yosys: 0.308 sq mm
  • Post-synthesis register bit count: 8192
  • Synth unique cells: 21
  • Gate count of the mapped netlist: 13100
  • Compound-gate portion of the synthesized area: 3.69%
  • XOR-XNOR Cells, Area Fraction: 0%
  • Comb area leader: multiplexers
  • Mean post-synth cell area: 23.6 sq um
  • Synth Cell Area: 0.308 sq mm

CTS
  • Hold buffer count at cts: 0
  • Clock-pin slew on the worst setup and hold paths: 0.06 ns
  • Post CTS Setup Buffer Count: 0
  • Number of sinks handled by clock tree synthesis: 8192
  • Num CTS Buffers: 796
  • TritonCTS clock tree: yes
  • Number of instances resized during post-cts repair: 0
  • Number of buffers on the longest clock path: 4
  • Root Driver: clkbuf_16
  • H-tree level count: 6

Cells and area
  • Largest registers: ram x8192
  • Layout cell share with drive strength beyond 1: 29.9%
  • Number of flip-flops in the largest register: 8192
  • Register with the most flip-flops: ram
  • Area grow syn2layout: 14.6%
  • FILL cells: 61800

Drt
  • Routed wire length: 873000 um
  • Violation tally from detailed-route iteration zero: 9937
  • Vias/cell: 5.84
  • Routed wirelength normalized by instance count: 35.1 um
  • TritonRoute pass-1 iters: 5
  • Number of nets with antenna violations after routing: 0
  • Count of vias placed by the detailed router: 145000
  • DR DRC count: 0

Run
  • Warning total across the stage logs: 41
  • Max-Cap Viols: 0

Final timing
  • Worst hold slack: 7.54 ns
  • Final Max Slew Viols: 0
  • Final critical path time including I/O delays and setup: 25.64 ns
  • Total Neg Setup Slack: 0 ns
  • Number of failing hold endpoints at the final stage: 0
  • Setup repair after global routing missed its margin: no
  • Worst-margin pin slew: 1.37 ns
  • Period utilisation layout: 60.9%
  • Worst-case headroom to the max-slew limit: 8.37%
  • Final Setup Violations: 0
  • F_max: 39.0 MHz

Place
  • Last weighted congestion value of the routability-driven placer: 0.879
  • IO Port Bufs: 73
  • Half-perimeter wire length after placement: 498000 um

Critical path
  • Nature of the critical path endpoint: output pin
  • Crit path required time: 33.68 ns
  • Crit path from: Add[0]
  • Top fanout value on the critical path: 68
  • Critical path launch point type: input port
  • Crit Path Category: input port to output pin
  • Arrival @ worst endpoint: 17.22 ns

Worst hold path
  • Beginning of the worst hold path: Data[3]
  • Tightest Hold Check Type: input port to register
  • End of the worst hold path: ram[93][3]
  • Hold path depth: 1

Status
  • Run status: finished clean
==> metal layers <==
layer	track usage (%)	share of wire [%]	up-vias
met5	1.69	0.20	-
met4	9.26	5.0	58
met2	34.7	45	11200
met3	23.4	21	1440
li1	-	-	58700
met1	26.7	28	73900
==> final cells by class <==
class / instances / area [sq um] / share of cell area, %
clock inverters: 462 / 4450 / 1.26
flip-flops and latches: 8192 / 246000 / 69.6
clock buffers: 975 / 20700 / 5.85
inverters: 1 / 3.75 / 0.00106
multi-input cells: 4066 / 61900 / 17.5
diodes: 70 / 175 / 0.0496
repair buffers: 900 / 7380 / 2.09
well taps: 10200 / 12800 / 3.61
==> metrics by stage <==
step,instances,instance area (sq um),util [%],setup WS (ns)
floorplan,13100,308000,-,23.40
global placement,23400,328000,42.7,15.70
detailed placement,23400,328000,42.7,15.82
CTS,24800,353000,46.0,15.80
global route,24800,353000,46.0,15.53
finish,24900,353000,46.0,16.46
==> logic make-up after synthesis <==
| logic type | Yosys count |
|---|---|
| compound gates | 1664 |
| simple gates | 354 |
| buf+inv | 797 |
| mux | 2048 |
| flops | 8192 |
==> power by group <==
group	switching, mW	internal, mW
clock network	3.08	3.82
registers	0.00353	8.99
logic	0.540	0.265
total	3.62	13.1
==> cells in the final DEF, fill, tap and decap left out, types with 2 or more instances in the layout <==
cell,synthesis,final
nand3_4,0,8
nor2_1,232,4
bufinv_16,0,51
clkinv_16,0,31
nand3_1,13,5
buf_16,0,2
inv_16,0,12
nand4_1,32,32
nand2_4,0,8
o41ai_2,0,84
nand2b_4,0,2
nand2_2,0,10
clkinv_2,0,142
a22oi_1,1024,1024
a21oi_1,512,510
nand2b_1,6,4
nand2_1,28,10
mux4_2,2048,2048
buf_4,21,807
nor2_4,0,228
inv_6,0,11
clkinv_1,0,193
clkbuf_16,0,800
o41ai_1,128,37
clkdlybuf4s50_1,0,39
edfxtp_1,8192,8192
diode_2,0,70
buf_12,0,20
buf_8,0,32
nor3_2,0,30
clkinv_8,0,6
nor2b_4,0,4
clkinvlp_4,0,15
clkbuf_1,498,175
nor2b_2,0,2
a21oi_2,0,2
o41ai_4,0,7
==> synth_stat cells (all sizes together) <==
| cell | n | area [sq um] |
|---|---|---|
| and2 | 3 | 18.8 |
| or3 | 1 | 6.26 |
| nand4 | 32 | 200 |
| o41ai | 128 | 1120 |
| nor2 | 232 | 871 |
| mux4 | 2048 | 46100 |
| inv | 1 | 3.75 |
| nor2b | 7 | 43.8 |
| nand3 | 13 | 65.1 |
| nand2 | 28 | 105 |
| or2 | 2 | 12.5 |
| nand2b | 6 | 37.5 |
| buf | 298 | 1490 |
| a22oi | 1024 | 7690 |
| a21oi | 512 | 2560 |
| clkbuf | 498 | 1870 |
| nor3 | 30 | 150 |
| edfxtp | 8192 | 246000 |
==> worst max-delay path by stage <==
stage	to	slack (ns)	depth (start not counted)
6_report	Q[29]	16.46	16
4_1_cts	Q[26]	15.80	17
5_1_grt	Q[29]	15.53	16
==> worst max-delay path: stages <==
cell and delay, ns:
buf_16 0.36, buf_12 0.51, buf_4 0.68, buf_4 0.56
buf_4 0.59, buf_4 0.61, buf_4 0.59, buf_12 0.50
buf_4 0.56, buf_4 0.69, mux4_2 0.59, a22oi_1 0.26
a21oi_1 0.13, o41ai_2 0.77, nand4_1 0.45, clkdlybuf4s50_1 0.54
Power figures rest on the tool's default switching activity, not on a simulated workload.
