**/design/flow/config.mk**
```make
export PLATFORM = sky130hd
export DESIGN_NAME = simpleALU
export DESIGN_NICKNAME = simpleALU
export VERILOG_FILES = /design/flow/design.v
export SDC_FILE = /design/flow/constraint.sdc
export NUM_CORES = 4
export LEC_CHECK = 1
export CORE_UTILIZATION = 40
```
**/design/flow/constraint.sdc**
```tcl
current_design simpleALU

set clk_period 35.0
set clk_io_pct 0.2

create_clock -name clk0 -period $clk_period

set non_clock_inputs [all_inputs -no_clocks]
set_input_delay [expr $clk_period * $clk_io_pct] -clock clk0 $non_clock_inputs
set_output_delay [expr $clk_period * $clk_io_pct] -clock clk0 [all_outputs]
```
**/design/flow/design.v**
```verilog
module simpleALU (A, B, Opcode, Y);
  input [31:0] A, B;
  input [2:0] Opcode;
  output reg [31:0] Y;
  always @(*) begin
    case (Opcode)
      3'd0: Y = A;
      3'd1: Y = A + B;
      3'd2: Y = A - B;
      3'd3: Y = A & B;
      3'd4: Y = A | B;
      3'd5: Y = A + 1;
      3'd6: Y = A - 1;
      3'd7: Y = B;
    endcase
  end
endmodule
```
**/design/flow/run.sh**
```bash
#!/bin/bash
# OpenROAD 26Q1-2900-gdf79404cd8, Yosys 0.63+post, stock flow scripts
make -C /OpenROAD-flow-scripts/flow DESIGN_CONFIG=/design/flow/config.mk WORK_HOME=/design/flow/orfs finish
```
==> results_slide.txt <==
Key Metrics from the Run

Timing
  • Fin. Hold Viols: 0
  • Slew @ Worst Pin: 854 ps
  • Finish-stage setup viols: 0
  • Worst slew margin: 43.0%
  • Fmax achieved: 50.6 MHz
  • Slew Limit Fails: 0
  • Post-Route Setup TNS: 0 ps
  • Minimum clock period after layout: 19780 ps
  • RSZ-0062 raised after global routing: false
  • Cycle use final: 56.5%

Die
  • Chip height: 96.0 µm
  • Fp_density: 42.2%
  • Die X: 96.0 µm
  • Cell Rows: 33
  • Core area: 8380 µm²
  • Die area: 9210 µm²
  • I/O pin cnt: 99

GRT
  • Vias in the first global route: 3958
  • Global-route wire length before repair: 20400 µm
  • GR Util All Layers: 29.1%
  • Initial antenna violation count: 0
  • Pin count of the biggest net entering global routing: 42
  • Total grt overflow: 0

Placement
  • DP HPWL: 10000 µm
  • Gpl congestion: 0.988
  • IO Port Bufs: 99

Finish
  • CLK BUF: 0
  • Logic area: 3320 µm²
  • Share of cells above drive strength 1: 5.93%
  • Area growth syn-to-layout: 29.7%
  • Flops: 0
  • Fill count: 830
  • Register Area: 0 µm²

Critical path
  • Critical path class: input port to primary output
  • CP Launch Point: B[0]
  • Buf/Inv on CP: 3
  • Largest stage delay on the critical path: 570 ps
  • CP top delay family: AND-OR/OR-AND gates
  • Worst path required time: 28000 ps
  • Endpoint type of the worst setup path: primary output
  • Critical Path Slowest Stage Cell: a221oi_1
  • Critical Path Fanout Max: 6
  • Crit-path cells: clkdlybuf4s50_1 -> inv_1 -> ha_1 -> or3b_2 -> nor2_1 -> nand2_1 -> nor2_1 -> xnor2_1 -> a221oi_1 -> ha_1 -> a211oi_1 -> nor2_1 -> o41a_1 -> a221oi_1 -> a21boi_0 -> o21a_1 -> o21ai_0 -> mux2_2 -> a221oi_1 -> clkdlybuf4s50_1
  • Worst path arrival time: 12780 ps
  • Critical Path Start Type: input port

Synthesis
  • Mean Syn Cell Area: 6.62 µm²
  • Post-Syn Instances: 534
  • Top cell area share: 11.3%
  • AO/OA Area Share: 41.0%
  • Post-synth area hogs: ha_1 (11%), xnor2_1 (8.2%), nand2_1 (7.8%)
  • Most frequent cells after synthesis: nand2_1 (73), a21oi_1 (53), o21ai_0 (42)
  • YS warnings: 1
  • Yosys top cell by instances: nand2_1
  • Post-synth seq share: 0%
  • Post-synth area from yosys stat: 3530 µm²
  • Cell Type Count: 69
  • Multiplexer share: 2.69%
  • Post-Synth Adder-Cell Area: 11.9%
  • Synth Cell Area: 3530 µm²
  • Main logic family: AND-OR/OR-AND gates
  • Yosys Instances: 534
  • Basic Gates by Area: 25.3%
  • Post-synth top area cell: ha_1
  • XOR Share, Synth: 13.1%

Worst hold path
  • Hold-critical path depth: 4
  • Sink of the worst hold path: Y[3]
  • Hold crit path type: input port to primary output
  • Hold wc startpoint: A[3]

Detailed routing
  • DR WL/cell: 18.8 µm
  • Post-route antenna net violation count: 0
  • Final wirelength: 13400 µm
  • ANT cells: 0
  • Via/cell ratio: 6.23
  • Vias: 4433
  • Detailed Routing Iterations Pass 1: 5
  • DRC: 0
  • Initial DRC count: 279

Pwr
  • Overall power of the completed layout: 0.0000931 W
  • Peak supply drop: 0.00000965 V
  • Leakage: 1.75 nW
  • Power per cell area: 20.3 nW/µm²

Clocking
  • Postcts setup bufs: 0
  • Post-cts resize count: 0
  • Cts-stage hold buffer count: 0

Status
  • Status: complete, no violations

Run
  • Tool Warnings: 33
  • Total of max-cap violations: 0
per-layer routing:
metal  vias to the layer above  global-route usage [%]  share of wire (%)  wire length [µm]
met3                        18                    4.42                8.9              1190
met5                         -                       0                  0                 0
met4                         0                    4.48                1.6               212
met1                      2029                    44.2                 48              6380
li1                       2169                       -                  -                 -
met2                       217                    43.9                 42              5580
kinds of logic after synthesis:
| kind of cell | after synthesis |
|---|---|
| buffers and inverters | 54 |
| and+or+nand+nor | 174 |
| xor gates and xnor gates | 53 |
| adders and majority gates | 33 |
| muxes | 9 |
| AOI/OAI and AO/OA | 211 |
cell usage in the layout (no fill, tap or decap), types with 4 or more instances in the layout:
| cell type | n |
|---|---|
| a21o_1 | 13 |
| nand2_1 | 73 |
| xor2_1 | 20 |
| o21a_1 | 10 |
| a211oi_1 | 5 |
| mux2_2 | 4 |
| buf_4 | 8 |
| or3_1 | 9 |
| nand2b_1 | 6 |
| nand3_1 | 4 |
| inv_1 | 19 |
| mux2i_1 | 5 |
| a21boi_0 | 4 |
| a221o_1 | 7 |
| nor3_1 | 11 |
| o22ai_1 | 4 |
| nor2_1 | 29 |
| a311oi_1 | 4 |
| o21ai_0 | 42 |
| xnor2_1 | 33 |
| nand4_1 | 5 |
| nor2_2 | 5 |
| clkdlybuf4s50_1 | 99 |
| a22oi_1 | 7 |
| a221oi_1 | 31 |
| ha_1 | 32 |
| o21bai_1 | 4 |
| a21oi_1 | 53 |
per-stage QoR:
| stage | cell area, µm² | setup WS [ps] | util, % | std cells | hold slack, ps |
|---|---|---|---|---|---|
| floorplan | 3530 | 17010 | - | 534 | 14060 |
| global placement | 4580 | 15300 | 54.7 | 712 | 14940 |
| detailed placement | 4580 | 15340 | 54.7 | 712 | 14930 |
| CTS | 4580 | 15300 | 54.7 | 712 | 14930 |
| global route | 4580 | 14940 | 54.7 | 712 | 14970 |
| finish | 4580 | 15220 | 54.7 | 712 | 14920 |
where the power goes:
part           total (W)  internal [W]  switching, W  leakage (nW)
Clock                  0             0             0             0
Sequential             0             0             0             0
Combinational  0.0000931     0.0000470     0.0000461          1.75
Total          0.0000931     0.0000470     0.0000461          1.75
final cells by class:
cell class	instances	area share [%]
multi-input cells	480	72.6
repair buffers	107	22.9
well taps	105	2.87
inverters	20	1.64
worst max path at each step:
stage | slack, ps | cells past startpoint | end
after CTS | 15300 | 20 | Y[23]
final | 15220 | 20 | Y[23]
after global routing | 14940 | 18 | Y[23]
Power is estimated from default activity; no workload was simulated.
